<file path="/design/flow/config.mk">
export PLATFORM = sky130hd
export DESIGN_NAME = control
export DESIGN_NICKNAME = control
export VERILOG_FILES = /design/flow/design.v
export SDC_FILE = /design/flow/constraint.sdc
export NUM_CORES = 4
export LEC_CHECK = 1
export CORE_AREA = 10 10 70 70
export DIE_AREA = 0 0 80 80
</file>
<file path="/design/flow/constraint.sdc">
current_design control

set clk_period 1.3
set clk_io_pct 0.2

create_clock -name clk0 -period $clk_period [get_ports {clk}]

set non_clock_inputs [all_inputs -no_clocks]
set_input_delay [expr $clk_period * $clk_io_pct] -clock clk0 $non_clock_inputs
set_output_delay [expr $clk_period * $clk_io_pct] -clock clk0 [all_outputs]
</file>
<file path="/design/flow/design.v">
module MoveFSM(CLOCK_50, 
					SW, KEY,  
					VGA_CLK,   						 
					VGA_HS,							 
					VGA_VS,							 
					VGA_BLANK_N,						 
					VGA_SYNC_N,						 
					VGA_R,   						 
					VGA_G,	 						 
					VGA_B   						 
					);
	input 			CLOCK_50;
	input 	[3:0] KEY;
	input 	[9:0]	SW;
	output			VGA_CLK;   				 
	output			VGA_HS;					 
	output			VGA_VS;					 
	output			VGA_BLANK_N;			 
	output			VGA_SYNC_N;				 
	output	[7:0]	VGA_R;   				 
	output	[7:0]	VGA_G;	 				 
	output	[7:0]	VGA_B;   				 
	wire draw, erase, set_dir, update_x, update_y, plot, clr, xtemp, ytemp ;
	wire [2:0] counterA;
	wire [23:0] rateDivider;
	vga_adapter VGA(
			.resetn(SW[9]),
			.clock(CLOCK_50),
			.colour(clr),
			.x(xtemp),
			.y(ytemp),
			.plot(plot),
			.VGA_R(VGA_R),
			.VGA_G(VGA_G),
			.VGA_B(VGA_B),
			.VGA_HS(VGA_HS),
			.VGA_VS(VGA_VS),
			.VGA_BLANK(VGA_BLANK_N),
			.VGA_SYNC(VGA_SYNC_N),
			.VGA_CLK(VGA_CLK));
		defparam VGA.RESOLUTION = "160x120";
		defparam VGA.MONOCHROME = "FALSE";
		defparam VGA.BITS_PER_COLOUR_CHANNEL = 1;
		defparam VGA.BACKGROUND_IMAGE = "black.mif";
	datapath d1(CLOCK_50, SW[9], KEY[0], KEY[1], KEY[2], KEY[3], 
						draw, erase, set_dir, update_x, update_y,
						plot, clr, xtemp, ytemp, counterA, rateDivider);
	control c1(CLOCK_50, SW[9], counterA, rateDivider, draw, erase, set_dir, 
					update_x, update_y);
endmodule
module datapath(clk, resetn, RightN, UpN, DownN, LeftN, 
					draw, erase, set_dir, update_x, update_y,
					plot, clr, xtemp, ytemp, counterA, rateDivider);
	input clk, resetn, RightN, UpN, DownN, LeftN;
	input draw, erase, set_dir, update_x, update_y;
	output reg plot;
	output reg [2:0] clr;
	output reg [8:0] xtemp;
	output reg [7:0] ytemp;
	output reg [2:0] counterA;
	output reg [23:0] rateDivider;
	reg [1:0] dir;
	reg [8:0] X;
	reg [7:0] Y;
	localparam  RIGHT       = 2'd0,
               UP   			= 2'd1,
               DOWN      	= 2'd2,
               LEFT   		= 2'd3;
	always@(posedge clk) begin
		if(!resetn) begin
			X <= 9'd64;
		end
		else if (update_x) begin
			if (dir == RIGHT) begin
				if (X == 9'd160) begin
					X <= 9'd0;
				end
				else begin
					X <= X + 1;
				end
			end
			if (dir == LEFT) begin
				if (X == 9'd0) begin
					X <= 9'd160;
				end 
				else begin
					X <= X - 1;
				end
			end
		end
		else begin
			X <= X;
		end
	end
		always@(posedge clk) begin
			if(!resetn) begin
				Y <= 8'd60;
			end
			else if (update_y) begin
				if (dir == UP) begin
					if (Y == 8'd0) begin
						Y <= 8'd120;
					end
					else begin
						Y <= Y - 1;
					end
				end
				if (dir == DOWN) begin
					if (Y == 8'd120) begin
						Y <= 8'd0;
					end 
					else begin
						Y <= Y + 1;
					end
				end
			end
			else begin
				Y <= Y;
			end
		end
	always@(posedge clk) begin
			if(!resetn) begin
				dir <= RIGHT;
			end
			else if (set_dir) begin 
				if (!RightN) begin
					if (dir != LEFT)
							dir <= RIGHT; 
				end
				else if (!UpN) begin
							if (dir != DOWN)
									dir <= UP;
				end
				else if (!DownN) begin
							if (dir != UP)
									dir <= DOWN;
				end
				else if (!LeftN) begin
							if (dir != RIGHT)
									dir <= LEFT;
				end
				else begin
					dir <= dir;
				end
			end
			else begin
				dir <= dir;
			end
	end
	always@(posedge clk) begin
		if (!resetn) begin
			xtemp <= 9'd64;
			ytemp <= 8'd60;
			counterA <= 3'd0;
			rateDivider <= 24'd9999999;
			plot <= 1'b0;
			clr <= 3'b111;
		end
		else if (draw || erase) begin
			if (draw) begin
				clr <= 3'b111;
			end
			else begin
				clr <= 3'b000;
			end
			plot <= 1'b1;
			xtemp <= X + counterA[0];
			ytemp <= Y + counterA[1];
			counterA <= counterA + 1;
		end
		else begin
			clr <= 3'b111;
			plot <= 1'b0;
			counterA <= 3'd0;
			xtemp <= xtemp;
			ytemp <= ytemp;
			if ((!set_dir) && (!update_x) && (!update_y)) begin
				if (rateDivider == 24'd0) begin
					rateDivider = 24'd9999999;
				end
				else begin
					rateDivider = rateDivider - 1;
				end
			end
		end
	end
endmodule
module control(clk, resetn, counterA, rateDivider, draw, erase, set_dir, 
					update_x, update_y);
	input clk, resetn;
	input [2:0] counterA;
	input [23:0] rateDivider;
	output reg draw, erase, set_dir, update_x, update_y;
	reg [2:0] current_state, next_state; 
    localparam  WAIT1			= 3'd0,  
					 DRAW       	= 3'd1,
                WAIT2     		= 3'd2,  
                ERASE   		= 3'd3,
                SET_DIR       = 3'd4,
                UPDATE_X	   = 3'd5,
                UPDATE_Y      = 3'd6;
    always@(*)
    begin: state_table 
            case (current_state)
					 WAIT1 :next_state = (counterA == 3'd0)? DRAW : WAIT1;
                DRAW: next_state = (counterA == 3'd4)? WAIT2 : DRAW; 	
					 WAIT2: next_state = ((counterA == 3'd0) && (rateDivider == 24'd0))? ERASE : WAIT2;
                ERASE: next_state = (counterA == 3'd4)? SET_DIR : ERASE;				 
                SET_DIR: next_state = UPDATE_X; 				 
                UPDATE_X: next_state = UPDATE_Y; 			 
                UPDATE_Y: next_state = WAIT1; 
            default:     next_state = WAIT1; 
        endcase
    end  
    always @(*)
    begin: enable_signals
        draw = 1'b0;
		  erase = 1'b0;
        set_dir = 1'b0;
        update_x = 1'b0;
        update_y = 1'b0;
        case (current_state)
				WAIT1: begin
					draw = 1'b0;
				   erase = 1'b0;
				   set_dir = 1'b0;
				   update_x = 1'b0;
				   update_y = 1'b0;
				end
            DRAW: begin
                draw = 1'b1;
					 erase = 1'b0;
				    set_dir = 1'b0;
				    update_x = 1'b0;
				    update_y = 1'b0;
            end
				WAIT2: begin
					 draw = 1'b0;
				    erase = 1'b0;
				    set_dir = 1'b0;
				    update_x = 1'b0;
				    update_y = 1'b0;
				end
            ERASE: begin
					 draw = 1'b0;
                erase = 1'b1;
					 set_dir = 1'b0;
					 update_x = 1'b0;
					 update_y = 1'b0;
                end
            SET_DIR: begin
                draw = 1'b0;
					 erase = 1'b0;
					 set_dir = 1'b1;
					 update_x = 1'b0;
					 update_y = 1'b0;
            end
            UPDATE_X: begin
                draw = 1'b0;
					 erase = 1'b0;
					 set_dir = 1'b0;
					 update_x = 1'b1;
					 update_y = 1'b0;
            end
				UPDATE_Y: begin
                draw = 1'b0;
					 erase = 1'b0;
					 set_dir = 1'b0;
					 update_x = 1'b0;
					 update_y = 1'b1;
            end
        endcase
    end  
    always@(posedge clk)
    begin: state_FFs
        if(!resetn)
            current_state <= WAIT1;
        else
            current_state <= next_state;
    end  
endmodule
</file>
<file path="/design/flow/run.sh">
#!/bin/bash
# OpenROAD 26Q1-2900-gdf79404cd8, Yosys 0.63+post, stock flow scripts
make -C /OpenROAD-flow-scripts/flow DESIGN_CONFIG=/design/flow/config.mk WORK_HOME=/design/flow/orfs finish
</file>
==> impl_metrics.sql <==
-- physical implementation figures
INSERT INTO impl_metrics (metric_group, metric, value, unit) VALUES
('sta', 'final.min_clock_period', '1.28', 'ns'),
('drt', 'vias_after_detailed_routing', '409', ''),
('cts', 'tritoncts_num_sinks', '7', ''),
('setup_path', 'path_max_fanout', '3', ''),
('sta', 'final_min_period_over_clock_period', '98.6', '%'),
('global_route', 'overall_overflow_remaining_after_global_route', '0', ''),
('synthesis', 'register_area_share_after_synthesis', '45.9', '%'),
('power', 'power_leakage', '0.000383', 'uW'),
('sta', 'rsz0062_at_grt', 'no', ''),
('placement', 'placedCellCount', '112', ''),
('layout', 'area_delta_synth_final', '158', '%'),
('cts', 'cts_buffer_depth', '2', ''),
('drt', 'route.detailed.vias_per_inst', '3.47', ''),
('floorplan', 'top_level_ports', '34', ''),
('global_route', 'grt_antenna_before_repair', '0', ''),
('layout', 'largestRegisters', 'current_state (7)', ''),
('floorplan', 'die.size.y', '80', 'um'),
('drt', 'finalWirelength', '1.42', 'mm'),
('layout', 'seqCellArea', '144', 'um2'),
('synthesis', 'post_synth_instance_area', '305', 'um2'),
('drt', 'route.detailed.wl_per_inst', '12.0', 'um'),
('global_route', 'grt_pass1_wl', '2.13', 'mm'),
('sta', 'transition_time_at_the_pin_with_the_least_slew_margin', '0.222', 'ns'),
('sta', 'hold_fails_final_rpt', '0', ''),
('synthesis', 'yosys_area', '305', 'um2'),
('synthesis', 'synthCells', '32', ''),
('setup_path', 'sort_of_element_at_the_start_of_the_critical_path', 'input pin', ''),
('power', 'vdd_ir_drop_max', '0.319', 'mV'),
('global_route', 'grtUsageTotal', '4.23', '%'),
('placement', 'hpwl', '1.14', 'mm'),
('flow_run', 'warning_count', '25', ''),
('sta', 'timing.final.max_slew_violations', '0', ''),
('drt', 'drt_pre_antenna_iters', '4', ''),
('setup_path', 'setup.reg_to_reg.worst_slack', '0.42', 'ns'),
('placement', 'place_area', '701', 'um2'),
('layout', 'final_design_instance_area_without_fill', '787', 'um2'),
('placement', 'numPortBuffers', '33', ''),
('floorplan', 'fp_util', '8.94', '%'),
('drt', 'drcViolationCount', '0', ''),
('setup_path', 'crit_path_cell_trace', 'clkdlybuf4s50_1, or3_4, o41ai_2', ''),
('setup_path', 'crit_path_required_time', '1.45', 'ns'),
('sta', 'maximum_operating_frequency', '0.780', 'GHz'),
('drt', 'final_antenna_net_count', '0', ''),
('sta', 'report.final.setup_viol', '0', ''),
('layout', 'multiInputGateArea', '193', 'um2'),
('placement', 'finalWeightedCongestion', '0.875', ''),
('cts', 'clk_root_buffer_cell', 'clkbuf_4', ''),
('layout', 'layout.cells.most_common', 'clkdlybuf4s50_1', ''),
('layout', 'drive_gt1_share', '25.0', '%'),
('run_status', 'run_status', 'completed', ''),
('setup_path', 'cpMaxStageDelayCell', 'clkdlybuf4s50_1', ''),
('cts', 'numCtsBuffers', '3', ''),
('sta', 'final.setup_skew', '0.00744', 'ns'),
('synthesis', 'yosysTopAreaCellShare', '45.9', '%'),
('layout', 'layout_top_cells', 'clkdlybuf4s50_1, dlymetal6s2s_1, dlygate4sd2_1, nand2_1, nor4_2', ''),
('synthesis', 'synth_area_per_inst', '9.54', 'um2'),
('cts', 'cts-hold-fix-buffers', '0', ''),
('floorplan', 'die_area', '6400', 'um2'),
('sta', 'max-slew-margin-rel', '85.0', '%'),
('power', 'power-per-cell-area', '675', 'nW/um2'),
('flow_run', 'max_cap_violations', '0', ''),
('cts', 'clock_latency', '0.25', 'ns'),
('synthesis', 'yosysCellCount', '32', ''),
('synthesis', 'synth_top_area_cells', 'dfxtp_1, nor4_1, nand2_1', ''),
('setup_path', 'critPathKind', 'input pin to flop', ''),
('setup_path', 'largest_incremental_delay_on_the_critical_path', '0.44', 'ns'),
('setup_path', 'critical_path.endpoint_type', 'flop', ''),
('hold_path', 'timing.hold.worst.class', 'input pin to flop', ''),
('drt', 'num_antenna_cells', '0', ''),
('global_route', 'pin_count_of_the_biggest_net_entering_global_routing', '6', ''),
('synthesis', 'yosysTopAreaCell', 'dfxtp_1', '');
## layer usage
metal	GRT usage, %	wire length [um]
met2	5.22	524
met1	5.84	700
met5	0	0
met3	3.18	196
met4	0.352	0
## kinds of logic after synthesis
kind of cell,after synthesis,synth area share [%]
AND-OR/OR-AND,4,13.1
flip-flops,7,45.9
AND/OR/NAND/NOR,21,41.0
## cells in the mapped netlist, drive strengths merged
| cell type | instances |
|---|---|
| a21oi | 1 |
| o41ai | 1 |
| nor2 | 3 |
| nand2 | 5 |
| nor4 | 6 |
| nand4 | 1 |
| o311a | 1 |
| nand3b | 1 |
| a31o | 1 |
| nand3 | 1 |
| or3 | 1 |
| dfxtp | 7 |
| and2 | 2 |
| or3b | 1 |
## final cells by class
class                   count  area share (%)
flip-flops and latches      7            18.3
well taps                  46            7.31
multi-input cells          25            24.5
repair buffers             36            46.6
clock buffers               4            3.34
## timing repair
action,4_1_cts,5_1_grt
pin swaps,6,7
buffers inserted,1,1
gates resized,13,14
setup endpoints to repair,7,2
## stage by stage
stage / setup TNS [ns] / hold WS, ns / utilization, % / setup WS [ns] / power, uW
after floorplan: 0 / 0.343 / - / 0.192 / 241
after CTS: 0 / 0.427 / 21.5 / 0.00888 / 538
final: 0 / 0.368 / 23.0 / 0.0180 / 531
after global routing: 0 / 0.378 / 23.0 / 0.00394 / 574
after detailed placement: -1.04 / 0.428 / 20.5 / -0.359 / 340
after global placement: -1.02 / 0.425 / 20.5 / -0.333 / 339
## worst paths after layout
| kind | start | cells past startpoint | endpoint |
|---|---|---|---|
| setup / recovery | counterA[1] | 3 | current_state[6] |
| setup reg to reg | current_state[4] | 3 | current_state[2] |
| hold reg to reg | current_state[3] | 1 | current_state[0] |
| hold / removal | rateDivider[16] | 4 | current_state[6] |
## power breakdown
part	switching [uW]	internal (uW)
Clock	77.4	117
Combinational	32.5	82.5
Sequential	2.39	220
Total	112	419
## critical path, delay by kind of cell
kind                   cells  cell delay (ns)
AND-OR/OR-AND              1             0.33
buffers and inverters      1             0.44
AND/OR/NAND/NOR            1             0.40
Power is estimated from default activity; no workload was simulated.
